## flow/design.v

```verilog
module Counter 
#(
	parameter PERIOD     = 100,
	parameter DUTY       = 30
)
(
	input 	CLK,
	input		RSTn,
	output	OUT
);
reg [$clog2(PERIOD) - 1:0]	counter;
always @(posedge CLK) 
begin
	if(!RSTn)     
		counter <= 0;
	else 
	begin
		if(counter == PERIOD-1)
			counter <= 0;
		else
			counter <= counter  + 1'b1;
	end
end
assign OUT = (counter < DUTY) ? 1'b1 : 1'b0;
endmodule 
module MachineControl_002_1
(
   input        RSTn,
	input        CLK,
	input  [4:0] MOT_ERR,
	input  [2:0] FAIL_SENSn,
	output [4:0] MOT_ENA,
	output 	    LED_GREEN,
	output 	    LED_RED
);
reg state;  
always @(posedge CLK) begin
  if(!RSTn)
    state <= 1'b1;
  else 
    state <= (!MOT_ERR[4]    &  !MOT_ERR[3]    & !MOT_ERR[2]     & !MOT_ERR[1] & !MOT_ERR[0] &
               FAIL_SENSn[2] &   FAIL_SENSn[1] &  FAIL_SENSn[0]) &
				 (state == 1'b1) ; 
end
wire 		led_green;
Counter 		counter_led_green
(
	.RSTn		(RSTn),
	.CLK		(CLK),
	.OUT		(led_green)
);
assign LED_GREEN = state ? led_green : 1'b0;
wire 	led_red;
Counter #(150, 100)	counter_led_red
(
	.RSTn		(RSTn),
	.CLK		(CLK),
	.OUT		(led_red)
);
assign LED_RED = !state ? led_red : 1'b0;
assign MOT_ENA[4:0] = !state ? 4'b0000 : 4'b1111;
endmodule 
module MachineControl_02
(
	input 		 CLK,
	input        RSTn,
	input  [4:0] MOT_ERR,
	input  [2:0] FAIL_SENSn,
	output [4:0] MOT_ENA,
	output 	    LED_GREEN,
	output 	    LED_RED
);
MachineControl_002_1   mc002_1
(
	.CLK				(CLK),
	.RSTn			   (RSTn),
	.MOT_ERR			(MOT_ERR),
	.FAIL_SENSn		(FAIL_SENSn),
	.MOT_ENA			(MOT_ENA),
	.LED_GREEN		(LED_GREEN),
	.LED_RED			(LED_RED)
);
endmodule 
```

## flow/run.sh

```bash
#!/bin/bash
# OpenROAD 26Q1-2900-gdf79404cd8, Yosys 0.63+post, stock flow scripts
make -C /OpenROAD-flow-scripts/flow DESIGN_CONFIG=/design/flow/config.mk WORK_HOME=/design/flow/orfs finish
```

## flow/config.mk

```make
export PLATFORM = sky130hd
export DESIGN_NAME = MachineControl_02
export DESIGN_NICKNAME = MachineControl_02
export VERILOG_FILES = /design/flow/design.v
export SDC_FILE = /design/flow/constraint.sdc
export NUM_CORES = 4
export LEC_CHECK = 1
export CORE_AREA = 10 10 90 90
export DIE_AREA = 0 0 100 100
```

## flow/constraint.sdc

```tcl
current_design MachineControl_02

set clk_period 1.9
set clk_io_pct 0.2

create_clock -name clk0 -period $clk_period [get_ports {CLK}]

set non_clock_inputs [all_inputs -no_clocks]
set_input_delay [expr $clk_period * $clk_io_pct] -clock clk0 $non_clock_inputs
set_output_delay [expr $clk_period * $clk_io_pct] -clock clk0 [all_outputs]
```

==> changes_impl.md <==
### Implementation results

- Status: completed
- Worst Path Max Fanout: 6
- Clk latency late pin: 0.24 ns
- Vias per cell: 3.51
- Fmax: 602 MHz
- Distinct lib cells: 24
- Crit path max-delay family: AND-OR/OR-AND gates
- Worst Setup End Kind: output port
- Ys Warns: 3
- Vias: 604
- Static Leakage: approximately 0.00034 µW
- Post-synth seq share: 43.7%
- FP Rows: 29
- Initial DRC Count: 12
- Most common logic cells in the final layout: clkdlybuf4s50_1 (13), dfxtp_1 (13), nor2_1 (10)
- Pins over their slew limit: 0
- Clk root buf: clkbuf_8
- Final setup viols: 0
- Yosys Instances: 81
- Post-layout period usage: approximately 90%
- Total Wirelength: 1480 µm
- RSZ-0062 raised after global routing: no
- Pwr per Cell Area: 665 nW/µm²
- Die width: 100 µm
- Share of cells above drive strength 1: 11.6%
- First-pass GRT wire length: 2640 µm
- Startpoint type of the worst setup path: flip-flop
- Largest net degree at the start of global routing: 9
- GRT overflow: 0
- Total GRT Usage: 2.94%
- Max cap viols: 0
- CP Class: flip-flop to output port
- CTS tree: done
- Tool Warnings: 26
- Detail Route Antenna Nets: 0
- Hpwl dp: around 1200 µm
- I/O Buffers: 15
- Buffers inserted by post-CTS timing repair: 0
- Cts bufs inserted: 3
- Initial antenna violation count: 0
- Die height: about 100 µm
- Synth Instances: 81
- Sink Count: 16
- Htree depth: 1
- Crit-path slowest cell: o311a_1
- Vias in the first global route: 589
- Synthesis area per yosys: ~730 µm²
- CP bufs+invs: 1
- Mapped Area: between 700 and 800 µm²
- Worst slew margin: 62.1%
- Total Power: 670 µW
- Slowest stage delay, CP: 0.35 ns
- Clock transition at the registers of the reported paths: 0.06 ns
- Post-route setup TNS: 0 ns
- Mean Syn Cell Area: 9.05 µm²
- RePlAce Congestion: 0.759
- Critical path required time: 1.52 ns
- Post-route DRC violation count: 0
- Post-DR wirelength/cell: 8.63 µm
- Hold crit path type: flip-flop to flip-flop
- I/O pin count: 17
- Slew @ Worst Pin: 0.565 ns
- Max Buffers Root-to-Sink: 2
- Cts hold-fix bufs: 0
- Clock Skews: 0.00297 ns
- Area growth syn-to-layout: 37.4%
- CP arrival: 1.28 ns
- Final Hold Viols: 0
- Clock period minus worst slack: 1.66 ns
- Registers, synthesis: 16
- Diode count: 0
- Peak VDD IR: 0.000321 V
- Pre-placement core utilization: 11.7%
- Die Area: ~10000 µm²
- TritonRoute pass-1 iters: 4
- Total core area: 6280 µm²
- CP Cell Sequence: o311a_1 > nor3_1 > dlygate4sd2_1
[worst reg2reg max path: stages (launching register included)]
cell	delay (ns)
dfxtp_1	0.37
ha_1	0.16
nand4bb_1	0.10
o21ai_1	0.48
nor2_1	0.10
[state kept, by name (all words and copies together) (netlist names)]
| signal | count |
|---|---|
| mc002_1.counter_led_red.counter | 8 |
| mc002_1.counter_led_green.counter | 7 |
| mc002_1.state | 1 |
[cell families (layout without fill, tap and decap cells)]
kind of cell	Yosys count	count (layout)	share of synthesized area, %
other cells	1	1	0.511
flops	16	16	43.7
simple gates	33	33	24.6
buf+inv	8	22	6.66
xor+xnor	6	6	7.17
compound gates	14	14	12.3
fa+ha+maj	3	3	5.12
[report_power, final]
group	leakage, µW	internal (µW)	switching [µW]	total [µW]
sequential	0.000132	348	11.9	360
combinational	0.000191	41.1	22.4	63.6
clock	0.0000216	140	106	246
[final timing paths]
| check | startpoint | end | slack, ns | depth (start not counted) |
|---|---|---|---|---|
| max | mc002_1.counter_led_red.counter[4] | LED_RED | 0.24 | 3 |
| min | mc002_1.counter_led_red.counter[0] | mc002_1.counter_led_red.counter[0] | 0.46 | 1 |
| max reg2reg | mc002_1.counter_led_red.counter[0] | mc002_1.counter_led_red.counter[3] | 0.56 | 4 |
| min reg2reg | mc002_1.counter_led_red.counter[0] | mc002_1.counter_led_red.counter[0] | 0.46 | 1 |
[layout make-up]
class | instances | area (µm²)
fill | 692 | 5270
multi-input combinational | 57 | 375
sequential | 16 | 324
timing repair buffer | 16 | 159
tap | 77 | 96.3
clock buffer | 3 | 41.3
inverter | 3 | 11.3
[cell usage after synthesis]
cell type  count  area share [%]
nand3_1        5             3.4
or3_1          6             5.1
nand2_1        4             2.0
nand3b_1       1             1.0
nand4bb_1      1             1.5
ha_1           3             5.1
or4b_4         1             1.9
inv_1          3             1.5
nor3_1         1            0.68
and2_1         1            0.85
conb_1         1            0.51
a21oi_1        5             3.4
nor4b_1        1             1.2
o311a_1        1             1.4
buf_4          5             5.1
xor2_1         3             3.6
o21ai_1        1            0.68
o21ai_0        5             3.4
nand4_1        2             1.7
dfxtp_1       16              44
o21ai_4        1             2.2
nor2_1        10             5.1
xnor2_1        3             3.6
o41ai_1        1             1.2
[through the flow]
stage / hold slack, ns / cell area, µm² / setup slack [ns] / cells / util [%]
CTS: 0.469 / 1000 / 0.00872 / 172 / 16.0
global placement: 0.452 / 950 / 0.196 / 169 / 15.1
floorplan: 0.430 / 733 / 0.697 / 81 / -
global route: 0.500 / 1010 / 0.166 / 172 / 16.0
detailed placement: 0.456 / 950 / 0.171 / 169 / 15.1
finish: 0.461 / 1010 / 0.238 / 172 / 16.0
[layer usage]
layer	global-route usage, %	vias up	share of wire [%]
met3	0.694	4	5.6
met1	3.81	280	47
met4	0.761	0	2.8
met2	4.83	13	44
met5	0	-	0
li1	-	307	-
[what timing repair did]
item,in CTS,in global routing
pin swaps,0,1
gates resized,6,1
endpoints found under the setup margin,2,1
cloned,0,0
Power figures rest on the tool's default switching activity, not on a simulated workload.
