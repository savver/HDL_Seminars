==> flow/config.mk <==
export PLATFORM = sky130hd
export DESIGN_NAME = Dignostic_Blink_top
export DESIGN_NICKNAME = Dignostic_Blink_top
export VERILOG_FILES = /design/flow/design.v
export SDC_FILE = /design/flow/constraint.sdc
export NUM_CORES = 4
export LEC_CHECK = 1
export CORE_AREA = 10 10 97 97
export DIE_AREA = 0 0 107 107
==> flow/constraint.sdc <==
current_design Dignostic_Blink_top

set clk_period 2.7
set clk_io_pct 0.2

create_clock -name clk0 -period $clk_period [get_ports {CLK}]

set non_clock_inputs [all_inputs -no_clocks]
set_input_delay [expr $clk_period * $clk_io_pct] -clock clk0 $non_clock_inputs
set_output_delay [expr $clk_period * $clk_io_pct] -clock clk0 [all_outputs]
==> flow/design.v <==
module DgsBlink_v1
#(
   parameter FREQ_HZ    = 100*1000*1000,
	parameter PERIOD_US	= 10,
	parameter PULSE_US   = 1
)
(
	input 		 				CLK,
	input 		 				RSTn,
	input [QUANT_CNT-1:0]	MASK,
	output 		 				LED_OUT
);
localparam PERIOD = (FREQ_HZ/(1000*1000)) * PERIOD_US;
localparam PULSE  = (FREQ_HZ/(1000*1000)) * PULSE_US;
localparam QUANT_CNT = (PERIOD_US / PULSE_US) / 2;
reg [$clog2(PERIOD-1)-1:0] cntr;
reg [QUANT_CNT-1:0]	    mask;
always @(posedge CLK)
begin
	if(!RSTn)
	  begin
		 cntr <= 0;
	  end
	else
	  begin
	    if(cntr == PERIOD-1)
		   begin
			  cntr <= 0;
			  mask <= MASK;
		   end 
		 else 
		    cntr <= cntr + 1'b1;
	  end
end
wire   led;
assign LED_OUT = (!RSTn) ? 1'b0 : led;
assign led = ((mask & (1<<0)) && ((cntr >= 0*PULSE) && (cntr < 1*PULSE))) ||
             ((mask & (1<<1)) && ((cntr >= 2*PULSE) && (cntr < 3*PULSE))) ||
				 ((mask & (1<<2)) && ((cntr >= 4*PULSE) && (cntr < 5*PULSE))) ||
				 ((mask & (1<<3)) && ((cntr >= 6*PULSE) && (cntr < 7*PULSE))) ||
				 ((mask & (1<<4)) && ((cntr >= 8*PULSE) && (cntr < 9*PULSE)));
endmodule 
module DgsBlink_v2
#(
   parameter FREQ_HZ    = 100*1000*1000,
	parameter PERIOD_US	= 10,
	parameter PULSE_US   = 1,
   parameter QUANT_CNT = (PERIOD_US / PULSE_US) / 2
)
(
	input 		 				      CLK,
	input 		 				      RSTn,
	input [$clog2(QUANT_CNT)-1:0]	BLINK_CNT,
	output 		 				      LED_OUT
);
localparam PERIOD = (FREQ_HZ/(1000*1000)) * PERIOD_US;
localparam PULSE  = (FREQ_HZ/(1000*1000)) * PULSE_US;
localparam QUANT_PERIOD  = 2 * PULSE;
reg [$clog2(QUANT_PERIOD-1)-1:0] cntr;
reg [$clog2(QUANT_CNT)-1:0]	 blink_cnt;
reg [$clog2(QUANT_CNT)-1:0]	 quant_cnt;
always @(posedge CLK)
begin
	if(!RSTn)
	  begin
		 cntr      <= 0;
		 blink_cnt <= BLINK_CNT;
		 quant_cnt <= QUANT_CNT - 1;
	  end
	else
	  begin
	    if(cntr == QUANT_PERIOD-1)
		   begin
			  cntr <= 0;
			  if(blink_cnt != 0) 
			    blink_cnt = blink_cnt - 1'b1;
			  if(quant_cnt != 0) 
			    quant_cnt = quant_cnt - 1'b1;
			  else
			    begin
				   blink_cnt <= BLINK_CNT;
		         quant_cnt <= QUANT_CNT - 1;
				 end	
		   end 
		 else 
		    cntr <= cntr + 1'b1;
	  end
end
wire   led;
assign LED_OUT = (!RSTn) ? 1'b0 : led;
assign led = ((cntr < PULSE) && (blink_cnt != 0)) ? 1 : 0;
endmodule 
module Dignostic_Blink_top
(
	input 		 CLK,
	input 		 RSTn,
	output [2:0] LEDs
);
defparam dsg_blink_1.FREQ_HZ	 = 100*1000*1000;
defparam dsg_blink_1.PERIOD_US = 10;
defparam dsg_blink_1.PULSE_US =  1;
DgsBlink_v1			dsg_blink_1
(
	.CLK		(CLK),
	.RSTn		(RSTn),
	.MASK		(5'b00111),
	.LED_OUT	(LEDs[0])
);
defparam dsg_blink_2.FREQ_HZ	 = 100*1000*1000;
defparam dsg_blink_2.PERIOD_US = 10;
defparam dsg_blink_2.PULSE_US =  1;
DgsBlink_v2			dsg_blink_2
(
	.CLK			(CLK),
	.RSTn			(RSTn),
	.BLINK_CNT	(2),
	.LED_OUT		(LEDs[1])
);
endmodule 
==> flow/run.sh <==
#!/bin/bash
# OpenROAD 26Q1-2900-gdf79404cd8, Yosys 0.63+post, stock flow scripts
make -C /OpenROAD-flow-scripts/flow DESIGN_CONFIG=/design/flow/config.mk WORK_HOME=/design/flow/orfs finish
==> out/results.tsv <==
stage	metric	value	unit
worst_setup_path	CP arrival	2.03	ns
worst_setup_path	Startpoint Class	register	
yosys	top post-synthesis cells by count	24 x dfxtp_1, 11 x nor2_1, 10 x inv_1, 10 x nand2_1, 9 x o21ai_0	
min_path	WHS Path Cells	1	
global_route	total grt overflow	0	
cts	Clock transition at path regs	0.08	ns
worst_setup_path	reg2reg path depth	4	
yosys	synth unique cells	44	
final_timing	Max Clock Skew	0.002077	ns
final_timing	relative slew slack	0.4476	
final_timing	worst hold slack	0.4618	ns
floorplanning	Die X	107	µm
final_timing	count of final setup violators	0	
yosys	leading area contributor after synthesis	dfxtp_1	
worst_setup_path	Critical R2R Launch	dsg_blink_2.cntr[0]	
worst_setup_path	Crit. End Element	output port	
placement	Detailed Place HPWL	1658	µm
worst_setup_path	Critical Path RT	2.16	ns
yosys	Main synth FF type	dfxtp_1	
min_path	hold path startpoint	dsg_blink_2.cntr[0]	
worst_setup_path	worst-path maximum fanout	8	
final_timing	final count of pins violating max slew	0	
cts	clk sinks	24	
yosys	Post-Synth AOI/OAI Area	0.1828	
global_route	antenna violations before repair	0	
routing	Total Wirelength	2344	µm
routing	Vias	1022	
routing	post-route ant nets	0	
pwr	leakage power	0.5087	nW
yosys	Area leader share	0.3836	
worst_setup_path	worst path cell trace	maj3_1 > o221a_2 > nor4_4 > clkdlybuf4s50_1	
cts	Max Root-Sink Buffers	2	
final_timing	unrepaired setup endpoints after global routing	no	
placement	GPL Wtd Cong	0.7534	
min_path	Min-Delay Path Class	register to register	
final_timing	Fin Setup TNS	0	ns
floorplanning	die area	11450	µm²
floorplanning	die height	107	µm
worst_setup_path	Largest stage delay, worst path	0.51	ns
yosys	Post-Syn Area	1252	µm²
final_layout	final core utilization	0.2020	
floorplanning	Core Region	7292	µm²
worst_setup_path	Worst R2R Setup Slack	0.92	ns
yosys	Synth top cell by count	dfxtp_1	
routing	ant diodes	0	
final_timing	slew at the pin closest to its max-slew limit	0.8215	ns
final_timing	Tcrit/Tclk final	0.9511	
global_route	GRT Total Usage	0.03895	
placement	number of port buffers	3	
final_layout	Layout area overhead	17.58	%
routing	Iteration-0 DRC Markers	76	
yosys	yosys xor share	0.04196	
final_timing	Hold Vio Cnt, Final	0	
global_route	first-pass GRT wire length	3926	µm
yosys	Yosys reg bits	24	
cts	Root Driver	clkbuf_8	
yosys	Top logic family	simple AND/OR/NAND/NOR gates	
cts	CTS tree	built	
global_route	largest net degree at the start of global routing	14	
routing	DRC viols	0	
run_status	outcome	complete, no violations	
yosys	Post-synth EDFFs	0	
yosys	synthesis area per yosys	1252	µm²
yosys	Yosys Instances	145	
worst_setup_path	crit path max-delay cell type	clkdlybuf4s50_1	
final_timing	fin crit period	2.568	ns
routing	vias per cell	4.138	
yosys	Adder Area Share	0.06793	
yosys	Cells after Synth	145	
global_route	vias in the first global route	830	
routing	wire per inst	9.490	µm
floorplanning	FP Core Util	0.1718	
job	Log Warnings	27	
floorplanning	Site Rows	31	
pwr	P per Cell Area	443.9	nW/µm²
routing	Initial DRT Pass Iterations	4	
pwr	Peak VDD IR	0.1428	mV
floorplanning	# IOs	5	
job	Max-Cap Viols	0	
min_path	worst hold endpoint	dsg_blink_2.cntr[0]	
cts	CTS Buf Count	3	
yosys	Cell area leaders	dfxtp_1 38%, ha_1 6.0%, o21ai_0 3.6%	
yosys	simple logic cell fraction of the synthesized area	0.2468	
yosys	Async SR Flop Fraction	0	
final_timing	f_max	389.4	MHz
cts	clock latency (worst-skew pair)	0.26	ns
worst_setup_path	RR Endpoint	dsg_blink_2.blink_cnt[1]	
yosys	register share after synthesis	0.3836	
cts	H-tree depth	1	
yosys	Ys Warns	4	
yosys	mux frac, synth	0	
yosys	Mean Syn Cell Area	8.638	µm²
worst_setup_path	crit path kind	register to output port	
final_layout	layout cells sized above 1	0.1351	
-- cell type report --
type / count / area [µm²]
fill: 808 / 5819
tap: 99 / 123.9
inverter: 11 / 41.29
multi-input combinational: 101 / 694.4
timing repair buffer: 8 / 67.56
clock buffer: 4 / 55.05
sequential: 24 / 490.5
-- metrics by stage --
stage          std cells  area, µm²  setup slack (ns)  power [W]
4_1_cts              246       1449           0.01337  0.0006655
3_5_place_dp         242       1385           0.05519  0.0004206
5_1_grt              247       1473           0.05318  0.0006862
6_report             247       1473            0.1321  0.0006538
3_3_place_gp         242       1385           0.03736  0.0004200
2_1_floorplan        145       1252            0.7945  0.0004056
-- kinds of logic (layout without fill, tap and decap cells) --
logic type      Yosys count  after routing
compound gates           33             33
xor+xnor                  6              6
fa+ha+maj                 7              7
buf+inv                  20             23
flops                    24             24
other cells               1              1
simple gates             54             54
-- layout by cell type (no fill, tap or decap), types with 3 or more instances in the layout --
master | Yosys | routed
nand2_1 | 10 | 10
xor2_1 | 4 | 4
nand3_1 | 5 | 5
nor2_1 | 11 | 11
nand4_1 | 3 | 3
o211ai_1 | 4 | 4
or3_1 | 5 | 5
buf_4 | 3 | 5
inv_1 | 10 | 10
o21ai_0 | 9 | 9
ha_1 | 6 | 6
or4_1 | 3 | 3
a21oi_1 | 7 | 7
dfxtp_1 | 24 | 20
clkdlybuf4s50_1 | 0 | 3
clkbuf_8 | 0 | 4
-- worst max-delay path by stage --
| stage | end | startpoint | cells after the start |
|---|---|---|---|
| 4_1_cts | LEDs[0] | dsg_blink_1.cntr[3] | 5 |
| 5_1_grt | LEDs[0] | dsg_blink_1.cntr[2] | 4 |
| 6_report | LEDs[0] | dsg_blink_1.cntr[6] | 4 |
-- flip-flops by register name, indices dropped and copies added, names as in the netlist --
| register | flops |
|---|---|
| dsg_blink_1.cntr | 10 |
| dsg_blink_2.cntr | 8 |
| dsg_blink_2.blink_cnt | 3 |
| dsg_blink_2.quant_cnt | 3 |
-- per-layer routing --
metal / share of wire / track usage / up-vias
met4: 0.020 / 0.01064 / 0
met3: 0.015 / 0.003639 / 2
met5: 0 / 0 / -
met1: 0.51 / 0.05749 / 476
li1: - / - / 531
met2: 0.46 / 0.05926 / 13
-- critical path, delay by kind of cell, from the launching register on --
kind / cells / cell delay (ns)
adders and majority gates: 1 / 0.34
DFF: 1 / 0.38
buffers and inverters: 1 / 0.51
and+or+nand+nor: 1 / 0.29
AOI/OAI and AO/OA: 1 / 0.25
-- report_power, final --
part	internal [W]	leakage [nW]	switching (W)
Combinational	0.0000203	0.283	0.0000214
Clock	0.000130	0.0288	0.000112
Sequential	0.000361	0.197	0.00000820
-- what timing repair did --
item,CTS,global route
resized,3,5
endpoints found under the setup margin,1,1
gates cloned,0,0
hold buffers,0,0
setup buffers,0,2
No activity file was given, so power comes from the tool's default toggle rates.
